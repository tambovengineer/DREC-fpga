$ cat ./config.mk
export PLATFORM = sky130hd
export DESIGN_NAME = top
export DESIGN_NICKNAME = top
export VERILOG_FILES = /design/flow/design.v
export SDC_FILE = /design/flow/constraint.sdc
export NUM_CORES = 4
export LEC_CHECK = 1
export CORE_UTILIZATION = 30
$ cat ./constraint.sdc
current_design top

set clk_period 3.1
set clk_io_pct 0.2

create_clock -name clk0 -period $clk_period [get_ports {CLK}]

set non_clock_inputs [all_inputs -no_clocks]
set_input_delay [expr $clk_period * $clk_io_pct] -clock clk0 $non_clock_inputs
set_output_delay [expr $clk_period * $clk_io_pct] -clock clk0 [all_outputs]
$ cat ./design.v
module hex_display(
    input clk,
    input [15:0]data,
    output [3:0]anodes,
    output [6:0]segments
);
reg [1:0]i = 0;
assign anodes = (4'b1 << i);
always @(posedge clk) begin
	i <= i + 2'b1;
end
wire [3:0]b = data[i * 4 +: 4];
hex_to_seg hex_to_seg(.data(b), .segments(segments));
endmodule
module hex_to_seg(
    input [3:0]data,
    output reg [6:0]segments
);
always @(*) begin
    case (data)           
        4'h0: segments = 7'b1111110;
        4'h1: segments = 7'b0110000;
		  4'h2: segments = 7'b1101101;
		  4'h3: segments = 7'b1111001;
		  4'h4: segments = 7'b0110011;
		  4'h5: segments = 7'b1011011;
		  4'h6: segments = 7'b1011111;
		  4'h7: segments = 7'b1110000;
		  4'h8: segments = 7'b1111111;
		  4'h9: segments = 7'b1111011;
		  4'hA: segments = 7'b1110111;
		  4'hB: segments = 7'b0011111;
		  4'hC: segments = 7'b1001110;
		  4'hD: segments = 7'b0111101;
		  4'hE: segments = 7'b1001111;
        4'hF: segments = 7'b1000111;
    endcase
end
endmodule
module master_spi (
	input clk,
	input miso,
	output mosi,
	output clk_spi,
	output ss
);
reg [3:0]en_cnt = 0;
reg [3:0]div_cnt = 0;
reg spi_enable;
reg [7:0]hex_cnt = 0;
always @(posedge clk) begin
	if (en_cnt > 7)
		spi_enable <= 0;
	else
		spi_enable <= 1;
	en_cnt <= en_cnt + 1;
	div_cnt <= div_cnt + 1;
	if (div_cnt == 0)
		hex_cnt <= hex_cnt + 1;
end
reg [7:0]shift_register;
always @(posedge clk) begin
	if (spi_enable)
		shift_register <= {shift_register[6:0], miso};
	else
		shift_register <= hex_cnt;
end
assign mosi = shift_register[7];
and(clk_spi, clk, spi_enable);
assign ss = 0;
endmodule
module slave_spi(
	input mosi,
	output miso,
	input clk,
	input ss,
	output [7:0]data_to_seg
);
reg [7:0]shift_register;
reg [3:0]read_f = 0;
reg [7:0]read;
always @(negedge clk) begin
	if (~ss) begin
		if (~read_f[3]) begin
			shift_register <= {shift_register[6:0], mosi};
			read_f <= read_f + 1; 
		end else begin
			read_f <= 0;
			read <= shift_register;
		end
	end
end
assign miso = shift_register[7];
assign data_to_seg = read;
endmodule
module top(
    input CLK,
    output DS_EN1, DS_EN2, DS_EN3, DS_EN4,
    output DS_A, DS_B, DS_C, DS_D, DS_E, DS_F, DS_G
);
wire [3:0]anodes;
assign {DS_EN1, DS_EN2, DS_EN3, DS_EN4} = ~anodes;
wire [6:0]segments;
assign {DS_A, DS_B, DS_C, DS_D, DS_E, DS_F, DS_G} = segments;
reg [21:0]clk_cnt_reg = 0;
reg [12:0]clk_seg_reg = 0;
always @(posedge CLK) begin
	clk_cnt_reg <= clk_cnt_reg + 1;
end
assign clk_cnt = clk_cnt_reg[21];
always @(posedge CLK) begin
	clk_seg_reg <= clk_seg_reg + 1;
end
assign clk_seg = clk_seg_reg[12];
master_spi master_spi(.clk(clk_cnt), .mosi(mosi), .miso(miso), .clk_spi(clk_spi), .ss(ss));
wire [7:0]data_to_seg;
slave_spi slave_spi(.mosi(mosi), .miso(miso), .clk(clk_spi), .ss(ss), .data_to_seg(data_to_seg));
wire [15:0]d = {8'h00, data_to_seg};
hex_display hex_display(.clk(clk_seg), .data(d), .anodes(anodes), .segments(segments));
endmodule
$ cat ./run.sh
#!/bin/bash
# OpenROAD 26Q1-2900-gdf79404cd8, Yosys 0.63+post, stock flow scripts
make -C /OpenROAD-flow-scripts/flow DESIGN_CONFIG=/design/flow/config.mk WORK_HOME=/design/flow/orfs finish
==> ci_impl_report.md <==
## Implementation flow summary

| Metric | Value |
|---|---|
| Top cells, area | dfxtp_1, edfxtp_1, ha_1 |
| Routed Antenna Nets | 0 |
| Flip-flops with a built-in enable | 24 |
| Yosys cell types | 33 |
| # DRC | 0 |
| Yosys chip area | 0.003262 mm^2 |
| Routability cong. | 0.7897 |
| Vias in the first global route | 1691 |
| Avg Cell Area, Syn | 11.90 um^2 |
| Setup violations, final | 0 |
| CTS Buffer Depth | 2 |
| Synth warn | 11 |
| 1st-pass router iterations | 4 |
| First-pass GRT wire length | 7148 um |
| Largest area contributor in the netlist | dfxtp_1 |
| Root buf cell | clkbuf_8 |
| Main logic family after synthesis | simple AND/OR/NAND/NOR gates |
| Commonest flop | dfxtp_1 |
| DP HPWL | 2907 um |
| # resized after CTS | 0 |
| Endpoints left unconstrained | 82 |
| Rows | 37 |
| FA/HA/MAJ Cells, Area Fraction | 6.904% |
| Seq pwr share | 59.5% |
| Most frequent cell after synthesis | dfxtp_1 |
| Mux share | 4.987% |
| R2R setup slack | 1.43 ns |
| Share of cells above drive strength 1 | 7.958% |
| P&R area growth vs syn | 10.43% |
| Internal Power | 0.6069 mW |
| Initial antenna violation count | 0 |
| Crit path time final | 1.674 ns |
| Largest net degree at the start of global routing | 28 |
| Antenna diodes | 0 |
| Port bufs | 11 |
| Setup TNS | 0 ns |
| Final hold vios | 0 |
| Aoi share | 1.995% |
| Gate power share | 0% |
| Asr flop ratio synth | 0% |
| Crit path DAT | 1.88 ns |
| Final WL | 3840 um |
| Die ar. | 0.01129 mm^2 |
| Area of the core | 0.01042 mm^2 |
| # H-tree levels | 2 |
| Hold-fix buffers, CTS | 0 |
| Crit. End Element | flop |
| Outcome | complete, no violations |
| F_max | 597.4 MHz |
| Leakage | 1.417 nW |
| Yosys cell count | 274 |
| Tool warnings | 35 |
| Worst vdd ir | 0.1550 mV |
| Switching power of the nets | 0.1481 mW |
| WL/cell | 9.035 um |
| Setup crit start kind | flop |
| Init Core Util | 31.32% |
| Pwr Density | 209.6 mW/mm^2 |
| Post-synth top cells | dfxtp_1, edfxtp_1, inv_1, xnor2_1, xor2_1 |
| DR vias/cell | 4.191 |
| Headroom to the max-slew limit | 48.84% |
| Clock transition at path regs | 0.07 ns |
| Via count | 1781 |
| RSZ-0062 raised after global routing | no |
| IO Count | 12 |
| CTS tree | yes |
| Total CTS buffers | 5 |
| Sw frac | 19.62% |
| Synth Seq Share | 57.69% |
| Slack of the critical path | 1.426 ns |
| Worst slack, placed | 1.453 ns |
| Critical path class | reg2reg |
| Max-area cell share | 35.60% |
| Min-Delay Path Class | reg2reg |
| Total global routing overflow | 0 |
| Tcrit/Tclk final | 54.00% |
| Ys flops | 82 |
| Simple-Gate Fraction of Synth Area | 13.23% |
| Clock skew | 0.003286 ns |
| Die Wd | 106.3 um |
| Worst EP required | 3.31 ns |
| 1st-iter DRT viols | 46 |
| CP Max Fanout | 7 |
| Total track usage | 7.748% |
| Die Y | 106.3 um |
| MaxCap Viol Count | 0 |
| Cells after synthesis | 274 |
| Slew Limit Fails | 0 |
| Postcts setup bufs | 0 |
| Xor-xnor portion of the synthesized cell area | 11.55% |
| Mapped cell area | 0.003262 mm^2 |
| Clock group share of total power | 40.5% |
| Latency at later pin | 0.28 ns |
| Register pins left without a clock | 47 |
| Max reg flops | 22 |
| Slew @ Worst Pin | 0.7664 ns |
==> power by group through the flow <==
stage	Clock [mW]	Sequential, mW	Combinational, mW
after CTS	0.323	0.449	0.000000633
after global routing	0.345	0.449	0.000000633
final	0.306	0.450	0.000000633
==> per-layer routing <==
| layer | share of wire, % | wire length (um) | vias up | global-route usage, % |
|---|---|---|---|---|
| li1 | - | - | 953 | - |
| met1 | 53 | 2044 | 801 | 11.89 |
| met2 | 42 | 1601 | 23 | 11.78 |
| met3 | 4.3 | 166 | 4 | 2.064 |
| met4 | 0.73 | 28 | 0 | 0.6944 |
| met5 | 0 | 0 | - | 0 |
==> cells in the final DEF, fill, tap and decap left out, drive strengths merged, types with 7 or more instances in the layout <==
master          n
nor2           15
dfxtp          58
nand2          11
clkbuf          7
edfxtp         24
mux2            8
nand3          18
and3            8
xnor2          22
clkdlybuf4s50  11
xor2           21
nor3           11
ha             18
inv            24
==> cell families after synthesis <==
| group | count (synthesis) |
|---|---|
| AOI/OAI and AO/OA | 10 |
| xor gates and xnor gates | 43 |
| adders and majority gates | 18 |
| buffers and inverters | 29 |
| DFF | 82 |
| muxes | 14 |
| and+or+nand+nor | 78 |
==> worst max-delay path: stages, from the launching register on <==
cell and delay [ns]:
dfxtp_1 0.41, nand4_2 0.15, or4_4 0.60, nor4_4 0.28, xor2_1 0.16
==> path summary, 6_finish.rpt <==
check	startpoint	end	depth (start not counted)
max	clk_cnt_reg[5]	clk_cnt_reg[19]	4
min	clk_seg_reg[0]	clk_seg_reg[0]	1
max reg2reg	clk_cnt_reg[5]	clk_cnt_reg[19]	4
min reg2reg	clk_seg_reg[0]	clk_seg_reg[0]	1
==> final cells by class <==
| class | instances | area [um^2] |
|---|---|---|
| fillers | 1018 | 6814 |
| flip-flops and latches | 82 | 1882 |
| multi-input cells | 163 | 1261 |
| well taps | 136 | 170.2 |
| repair buffers | 12 | 117.6 |
| inverters | 24 | 90.09 |
| clock buffers | 7 | 76.32 |
| clock inverters | 1 | 5.005 |
==> per-stage QoR <==
stage | hold slack [ns] | instances | util [%] | area (um^2) | power (mW)
after detailed placement | 0.3884 | 417 | 33.80 | 3521 | 0.4597
final | 0.4043 | 425 | 34.58 | 3602 | 0.7551
after floorplan | 0.3707 | 274 | - | 3262 | 0.4597
after CTS | 0.4049 | 425 | 34.58 | 3602 | 0.7720
after global routing | 0.4253 | 425 | 34.58 | 3602 | 0.7943
after global placement | 0.3787 | 417 | 33.80 | 3521 | 0.4597
No activity file was given, so power comes from the tool's default toggle rates.
