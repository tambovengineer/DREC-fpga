[design.v]
module clk_div #(parameter DIV = 11) (
    input clk,
    output clk_out
);
reg [DIV:0]cnt = 0;
assign clk_out = cnt[DIV];
always @(posedge clk) begin
    cnt <= cnt + 1;
end
endmodule
[run.sh]
#!/bin/bash
# OpenROAD 26Q1-2900-gdf79404cd8, Yosys 0.63+post, stock flow scripts
make -C /OpenROAD-flow-scripts/flow DESIGN_CONFIG=/design/flow/config.mk WORK_HOME=/design/flow/orfs finish
[config.mk]
export PLATFORM = sky130hd
export DESIGN_NAME = clk_div
export DESIGN_NICKNAME = clk_div
export VERILOG_FILES = /design/flow/design.v
export SDC_FILE = /design/flow/constraint.sdc
export NUM_CORES = 4
export LEC_CHECK = 1
export CORE_AREA = 10 10 70 70
export DIE_AREA = 0 0 80 80
[constraint.sdc]
current_design clk_div

set clk_period 2.2
set clk_io_pct 0.2

create_clock -name clk0 -period $clk_period [get_ports {clk}]

set non_clock_inputs [all_inputs -no_clocks]
set_input_delay [expr $clk_period * $clk_io_pct] -clock clk0 $non_clock_inputs
set_output_delay [expr $clk_period * $clk_io_pct] -clock clk0 [all_outputs]
==> results.txt <==
flow finished, numbers: worst IR drop on VDD 0.2974 mV, Synth Register Bits 12, flip-flop count of the largest register after layout 12, placeable core area 0.003416 mm2, top area contributor share 52.75%, worst clock skew on the final layout 0.001767 ns, Peak Freq 660.3 MHz, transition time at the pin with the least slew margin 0.2230 ns, Tmin final 1.514 ns, Total Routed Length 571 um, clock latency of the later-clocked register in the worst-skew pair 0.27 ns, Post-synth top cells 12 x sky130_fd_sc_hd__dfxtp_1, 6 x sky130_fd_sc_hd__xor2_1, 4 x sky130_fd_sc_hd__xnor2_1, wire length of the first global-routing pass 1124 um, beginning of the critical path cnt[11]$_DFF_P_, largest net degree at the start of global routing 8, grt ovf 0, register with the most flip-flops cnt, Top FF cell, synth sky130_fd_sc_hd__dfxtp_1, Final Non-Filler Cells 92, standby leakage power 0.2170 nW, setup TNS after final layout 0 ns, number of buffers on the longest clock path 2, I/O pin count 2, launching element type of the critical path flip-flop, Die Y-Extent 80 um, Dominant comb cell simple AND/OR/NAND/NOR gates, worst-case headroom to the max-slew limit 85.01%, run status finished, final reports clean, Port Buf Inserts 1, die area 0.006400 mm2, endpoints failing setup 0, fraction of the mapped netlist area in simple logic gates 22.80%, initial antenna violation count 0, async set-or-reset flop fraction in the synthesized netlist 0%, Synth Cell Area 455.4 um2, Critical Path AT 1.07 ns, Filler Cells Inserted 393, worst-path cell chain clkdlybuf4s50_1, fa+ha+maj area frac 2.747%, DR iter-0 viols 1, total cell area reported by yosys after synthesis 455.4 um2, number of cell rows 21, post-layout power 385.6 uW, total vias in the final route 259, post-cts hold-fix buffer tally 0, class of the tightest hold or removal check reg -> reg, WP data required 1.76 ns, share of synthesized cell area in and-or and or-and compound cells 0%, final worst path period share 68.84%, Syn. warnings 1, largest incremental delay on the critical path 0.47 ns, Detail Route Antenna Nets 0, die outline width 80 um, Hold Violations, Final 0, crit path capture type output port, number of cells produced by synthesis 41, CP max stage cell sky130_fd_sc_hd__clkdlybuf4s50_1, HPWL after DPL 420 um, post-synthesis share of cell area spent on xor and xnor gates 19.23%, number of slew-limit violations in the final report 0, routed length per placed instance 6.207 um, power density relative to cell area 689.5 mW/mm2, TritonCTS clock tree done, vias in the first global route 279, number of buffers added by the clock tree synthesis step 3, area fraction in mux cells 0%, clock net sink count 12, Vias/cell 2.815, Synth area leaders sky130_fd_sc_hd__dfxtp_1 53%, sky130_fd_sc_hd__xor2_1 12%, sky130_fd_sc_hd__xnor2_1 7.7%, sky130_fd_sc_hd__nand4_4 4.7%, sky130_fd_sc_hd__nand3_4 3.8%, critical path's top delay family buffers and inverters, area grow syn2layout 22.80%, top cell type by instance count after synthesis sky130_fd_sc_hd__dfxtp_1, unrepaired setup endpoints after global routing false, Max-Cap Viols 0, Synth cell types 12, leading registers by flop count cnt x12, level count of the clock H-tree 1, Cell Count Post-Placement 88, beginning of the worst hold path cnt[0]$_DFF_P_, number of diodes added for antenna fixing 0, Resize count post-CTS 0, register area share after synthesis 52.75%, cell total in the yosys stat output 41, fraction of final layout cells with drive strength greater than 1 15.22%, Tool Warnings 25, mean instance size in the synthesized netlist 11.11 um2, post-synth tally of flip-flops with integrated enable 0, cell type with the highest aggregate area in the netlist sky130_fd_sc_hd__dfxtp_1, placer's final routability congestion estimate 0.7242, global-route usage over all layers 2.076%, Worst R2R Start cnt[0]$_DFF_P_, critical-path maximum fanout 2, DRC violation count after routing 0, drt pass-1 iters 2, Clk pin slew, worst setup/hold paths 0.07 ns, crit path kind reg -> out, Post-CTS Setup Inserts 0, core utilization at floorplan 13.33%, Worst Path Buf+Inv 1, clock root buffer master sky130_fd_sc_hd__clkbuf_4
kinds of logic (layout without fill, tap and decap cells):
logic type	count (synthesis)	count (layout)
AND/OR/NAND/NOR	15	15
adder cells (fa/ha/maj)	1	1
XOR/XNOR	10	10
flip-flops	12	12
buffers and inverters	3	8
layer usage:
metal	part of all wire (%)	track usage (%)
met1	54	2.783
met2	41	2.809
met3	3.7	0.9091
met4	1.4	0.8803
met5	0	0
power by group:
group	leakage [nW]	switching, mW	internal, mW
Combinational	0.0994	0	0
Clock	0.0210	0.0681	0.100
Sequential	0.0966	0	0.217
path summary, 6_finish.rpt:
kind	endpoint	slack, ns	depth (start not counted)
max	clk_out	0.69	1
min	cnt[0]$_DFF_P_	0.43	1
max reg2reg	cnt[8]$_DFF_P_	1.02	4
min reg2reg	cnt[0]$_DFF_P_	0.43	1
final cells by class:
class	count	area (um2)	area share (%)
Clock buffer	4	36.28	6.488
Inverter	3	11.26	2.013
Multi-Input combinational cell	26	203.9	36.47
Sequential cell	12	240.2	42.95
Timing Repair Buffer	1	10.01	1.790
Tap cell	46	57.56	10.29
through the flow:
step / setup slack, ns / hold WS, ns / instance area [um2] / utilization [%]
CTS: 0.6625 / 0.4357 / 559.3 / 16.37
global placement: 0.9671 / 0.4088 / 523.0 / 15.31
global route: 0.6282 / 0.4459 / 559.3 / 16.37
detailed placement: 0.9605 / 0.4189 / 523.0 / 15.31
finish: 0.6855 / 0.4310 / 559.3 / 16.37
floorplan: 1.154 / 0.4022 / 455.4 / -
cell usage in the layout (no fill, tap or decap):
| master | instances |
|---|---|
| sky130_fd_sc_hd__dfxtp_1 | 12 |
| sky130_fd_sc_hd__xor2_1 | 6 |
| sky130_fd_sc_hd__xnor2_1 | 4 |
| sky130_fd_sc_hd__inv_1 | 3 |
| sky130_fd_sc_hd__nand3_1 | 3 |
| sky130_fd_sc_hd__nand2_1 | 3 |
| sky130_fd_sc_hd__nor3_1 | 3 |
| sky130_fd_sc_hd__nor2_1 | 3 |
| sky130_fd_sc_hd__clkbuf_4 | 3 |
| sky130_fd_sc_hd__nand3_4 | 1 |
| sky130_fd_sc_hd__nand4_4 | 1 |
| sky130_fd_sc_hd__nor4_2 | 1 |
| sky130_fd_sc_hd__ha_1 | 1 |
| sky130_fd_sc_hd__clkbuf_8 | 1 |
| sky130_fd_sc_hd__clkdlybuf4s50_1 | 1 |
Power and IR drop assume default switching activity.
